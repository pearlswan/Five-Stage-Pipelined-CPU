`flow/design.v`:
```
`timescale 1ps/1ps
module bitAdder(A, B, Ci, Co, S);
	input A, B, Ci;
	output Co, S;
	wire w1, w2, w3;
	xor #50 x0 (S, Ci, A, B);
	and #50 a0 (w1, A, Ci);
	and #50 a1 (w2, B, Ci);
	and #50 a2 (w3, A, B);
	or #50 o(Co, w1, w2, w3);	
endmodule
module Adder(A, B, Ci, Co, S);
	input [63:0] A, B;
	input Ci;
	output Co;
	output [63:0] S;
	wire [63:0] w;
	bitAdder ba0 (.A(A[0]), .B(B[0]), .Ci(1'b0), .Co(w[0]), .S(S[0]));
	genvar i;
	generate     
		for(i = 1; i < 64; i++) begin : eachBit   
			bitAdder ba(.A(A[i]), .B(B[i]), .Ci(w[i-1]), .Co(w[i]), .S(S[i]));		
		end   
	endgenerate
endmodule
```
`flow/run.sh`:
```
#!/bin/bash
# OpenROAD 26Q1-2900-gdf79404cd8, Yosys 0.63+post, stock flow scripts
make -C /OpenROAD-flow-scripts/flow DESIGN_CONFIG=/design/flow/config.mk WORK_HOME=/design/flow/orfs finish
```
`flow/config.mk`:
```
export PLATFORM = sky130hd
export DESIGN_NAME = Adder
export DESIGN_NICKNAME = Adder
export VERILOG_FILES = /design/flow/design.v
export SDC_FILE = /design/flow/constraint.sdc
export NUM_CORES = 4
export LEC_CHECK = 1
export CORE_UTILIZATION = 40
```
`flow/constraint.sdc`:
```
current_design Adder

set clk_period 25.8
set clk_io_pct 0.2

create_clock -name clk0 -period $clk_period

set non_clock_inputs [all_inputs -no_clocks]
set_input_delay [expr $clk_period * $clk_io_pct] -clock clk0 $non_clock_inputs
set_output_delay [expr $clk_period * $clk_io_pct] -clock clk0 [all_outputs]
```
==> qor.yml <==
run_status: "aborted with a tool error"
stop_stage: "3_5_place_dp"
tool_error: "[ERROR DPL-0036] Detailed placement failed."
buffer_ports.inserted: 192
yosys.stat.chipArea_um2: 1770
syn_avg_cell_area_um2: 13.6
top_cell_area_share: 0.702
die_h_um: 68.5
top_cells_by_area: "sky130_fd_sc_hd__fa_1 70%, sky130_fd_sc_hd__buf_4 28%, sky130_fd_sc_hd__xor3_1 1.3%"
syn_std_cell_area_um2: 1770
synth.yosys.warnings: 1
yosysMostFrequentCell: "sky130_fd_sc_hd__buf_4"
synth_stat.cells: 130
routabilityCongestion: 0.807
synth_cells: 130
die_x_um: 68.5
floorplan_core_density: 0.430
row_count: 23
floorplan.io_pins: 194
yosysSeqAreaShare: 0
top_cells_by_count: "65 x sky130_fd_sc_hd__buf_4, 62 x sky130_fd_sc_hd__fa_1, 1 x sky130_fd_sc_hd__conb_1, 1 x sky130_fd_sc_hd__ha_1, 1 x sky130_fd_sc_hd__xor3_1"
yosys.cell_types.count: 5
yosys.area.top_type: "sky130_fd_sc_hd__fa_1"
==> stage by stage <==
stage | area [um^2] | setup WS (ps) | TNS [ps]
3_3_place_gp | 3430 | -7420 | -86730
2_1_floorplan | 1930 | -6190 | -61420
==> kinds of logic after synthesis <==
group                      after synthesis  synth area share
buffers and inverters                   65             0.276
other                                    1           0.00212
xor gates and xnor gates                 1            0.0134
adders and majority gates               63             0.709
