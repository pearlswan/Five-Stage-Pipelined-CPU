==> /design/flow/run.sh <==
#!/bin/bash
# OpenROAD 26Q1-2900-gdf79404cd8, Yosys 0.63+post, stock flow scripts
make -C /OpenROAD-flow-scripts/flow DESIGN_CONFIG=/design/flow/config.mk WORK_HOME=/design/flow/orfs finish
==> /design/flow/config.mk <==
export PLATFORM = sky130hd
export DESIGN_NAME = IdReg
export DESIGN_NICKNAME = IdReg
export VERILOG_FILES = /design/flow/design.v
export SDC_FILE = /design/flow/constraint.sdc
export NUM_CORES = 4
export LEC_CHECK = 1
export CORE_AREA = 10 10 173 173
export DIE_AREA = 0 0 183 183
==> /design/flow/constraint.sdc <==
current_design IdReg

set clk_period 1.0
set clk_io_pct 0.2

create_clock -name clk0 -period $clk_period [get_ports {clk}]

set non_clock_inputs [all_inputs -no_clocks]
set_input_delay [expr $clk_period * $clk_io_pct] -clock clk0 $non_clock_inputs
set_output_delay [expr $clk_period * $clk_io_pct] -clock clk0 [all_outputs]
==> /design/flow/design.v <==
module D_FF (q, d, reset, clk);
	output reg q;
	input d, reset, clk;
	always_ff @(posedge clk)
	if (reset)
		q <= 0;  
	else
		q <= d;  
endmodule
module IdReg( ReadData1, ReadData2, Rd, ReadData1out, ReadData2out, Rdout, clk, 
ALUSrc,MemToReg,RegWrite,MemWrite,ALUOp, read_enable, ALUSrcout,MemToRegout,RegWriteout,MemWriteout,ALUOpout, read_enableout ,
ALUImm12in, ALUImm12out, DAddr9in, DAddr9out, Rm, Rmout, Rn, Rnout ,ChooseRd,ChooseRdout);
	input logic [1:0] ALUSrc,MemToReg;
	input logic RegWrite,MemWrite, read_enable;
	input logic [2:0] ALUOp;
	input logic [11:0] ALUImm12in;
	input logic [8:0] DAddr9in;
	input logic clk;
	input logic [63:0] ReadData1, ReadData2;
	input logic [4:0] Rd, Rm, Rn;
	output logic [63:0] ReadData1out, ReadData2out;
	output logic[4:0] Rdout,Rmout,Rnout;
	output logic [1:0] ALUSrcout,MemToRegout;
	output logic RegWriteout,MemWriteout, read_enableout;
	output logic [2:0] ALUOpout;
	output logic [11:0] ALUImm12out;
	output logic [8:0] DAddr9out;
	input logic ChooseRd;
	output logic ChooseRdout;
	D_FF dff17(.q(ChooseRdout), .d(ChooseRd), .reset(1'b0), .clk(clk)); 
	genvar i;
	generate
		for(i=0; i < 64; i++) begin : each1
			D_FF dff2(.q(ReadData1out[i]), .d(ReadData1[i]), .reset(1'b0), .clk(clk));
			D_FF dff3(.q(ReadData2out[i]), .d(ReadData2[i]), .reset(1'b0), .clk(clk));
		end   
	endgenerate
	genvar k;
	generate
		for(k=0; k < 5; k++) begin : each3
			D_FF dff4(.q(Rdout[k]), .d(Rd[k]), .reset(1'b0), .clk(clk));  
			D_FF dff5(.q(Rmout[k]), .d(Rm[k]), .reset(1'b0), .clk(clk));
			D_FF dff6(.q(Rnout[k]), .d(Rn[k]), .reset(1'b0), .clk(clk));
		end   
	endgenerate
	genvar a;
	generate
		for(a=0; a < 2; a++) begin : each4
			D_FF dff7(.q(ALUSrcout[a]), .d(ALUSrc[a]), .reset(1'b0), .clk(clk)); 
			D_FF dff9(.q(MemToRegout[a]), .d(MemToReg[a]), .reset(1'b0), .clk(clk)); 
		end   
	endgenerate
	D_FF dff10(.q(RegWriteout), .d(RegWrite), .reset(1'b0), .clk(clk)); 	
	D_FF dff11(.q(MemWriteout), .d(MemWrite), .reset(1'b0), .clk(clk)); 
	D_FF dff12(.q(read_enableout), .d(read_enable), .reset(1'b0), .clk(clk)); 
	genvar b;
	generate
		for(b=0; b < 3; b++) begin : each5
			D_FF dff14(.q(ALUOpout[b]), .d(ALUOp[b]), .reset(1'b0), .clk(clk)); 
		end   
	endgenerate
	genvar c;
	generate
		for(c=0; c < 12; c++) begin : each6
			D_FF dff15(.q(ALUImm12out[c]), .d(ALUImm12in[c]), .reset(1'b0), .clk(clk)); 
		end   
	endgenerate
	genvar d;
	generate
		for(d=0; d < 9; d++) begin : each7
			D_FF dff16(.q(DAddr9out[d]), .d(DAddr9in[d]), .reset(1'b0), .clk(clk)); 
		end   
	endgenerate
endmodule
==> summary.rpt <==
==== FLOW RESULTS ====
----------------------------------------------------
[Finish]
  Layout filler cell count ........................ between 2000 and 3000
  Comb. cell area ........................ 0 um^2
  Multi-input combinational gate total ........................ 0
  Seq. cell area ........................ 3550 um^2
  Synth-to-Final Area Change ........................ 51.4%
  Share of layout cells above drive strength 1 ........................ 44.2%

[Die]
  Chip width ........................ 183 um
  Floorplan row count ........................ 59
  Overall chip area ........................ 33500 um^2
  Initial Utilization ........................ 18.3%
  Top-Level Pins ........................ 351
  Die Span Y ........................ 183 um
  Area inside the core boundary ........................ 26100 um^2

[Outcome]
  Violations in the final reports ........................ setup timing
  Status ........................ finished with violations

[Critical path]
  CP Launch Type ........................ flop
  Critical Path, Cell by Cell ........................ buf_6
  CP Max Fanout ........................ 1
  Critical path required time ........................ 800 ps
  Cell family with the largest share of critical-path delay ........................ flip-flops
  Biggest cell delay along the critical path ........................ 330 ps
  Worst setup path category ........................ reg2out
  Slowest-stage cell, CP ........................ sky130_fd_sc_hd__dfxtp_2
  WP buf/inv ........................ 1
  Kind of end point of the critical path ........................ output port
  Arrival time at the worst endpoint ........................ 850 ps

[Global routing]
  Overall fraction of global-route tracks in use ........................ 8.28%
  Initial antenna violation count ........................ 0
  Overflow after GRT ........................ 0
  Vias in the first global route ........................ just under 3000
  Maximum number of pins on one net before global-route repair ........................ 17
  Global-route wire length before repair ........................ 20300 um

[CTS]
  Clock transition at the registers of the reported paths ........................ 70 ps
  # clock sinks ........................ 175
  Max clock buf depth ........................ 2
  TritonCTS clock tree ........................ done
  CTS Root Buffer Type ........................ sky130_fd_sc_hd__clkbuf_16
  H-tree levels ........................ 4
  Clock buffers created by TritonCTS ........................ 17

[Route]
  Diode count ........................ 0
  Average detailed-routed wire length per instance ........................ 16.4 um
  DRT Pass-1 Iters ........................ 2
  Via density per instance ........................ 2.99
  Post-detailed-route count of antenna-violating nets ........................ 0
  Vias post-DR ........................ 2671
  Final Routed Wirelength ........................ 14600 um
  Detailed-route DRC error count ........................ 0
  Violation count after the first detailed-routing iteration ........................ 23

[Final timing]
  Final setup violation count ........................ around 170
  Worst slew margin ........................ between 80% and 90%
  Max Clock Freq ........................ 955 MHz
  Fraction of the cycle the final worst path needs ........................ 105%
  RSZ-0062 raised after global routing ........................ true
  Final critical delay including setup and external delays ........................ 1050 ps
  Final critical-path setup slack ........................ -47.1 ps
  Final-report max-slew violation count ........................ 0
  Smallest hold slack ........................ 214 ps
  Slew at the pin closest to its max-slew limit ........................ 176 ps
  Final hold violations ........................ 0

[Pwr]
  Sw Share ........................ 21.2%
  Portion of total power attributed to combinational logic ........................ 7.0%
  Largest vdd supply drop ........................ between 0.9 and 1 mV
  Areal power density over the cells ........................ 2060 nW/um^2
  Internal power contribution ........................ 11.8 mW
  Part of the total power dissipated in the clock network ........................ between 40% and 50%
  Overall power of the completed layout ........................ 14.9 mW
  Sequential Power Share ........................ approximately half
  Leak Pwr ........................ 3.15 nW
  Switching Power ........................ approximately 3.2 mW

[Logic synthesis]
  Sequential area share after synthesis ........................ 73.2%
  Avg Inst Size Synth ........................ 13.8 um^2
  Area reported by Yosys stat ........................ 4790 um^2
  Post-synthesis cell count ........................ 346
  Portion of synthesized cell area occupied by the leading cell type ........................ between 70% and 80%
  Count of different cell masters after synthesis ........................ 2
  Synthesis Warnings ........................ 1
  Flip-flop and latch count after synthesis ........................ 175
  Main area contributors after synthesis ........................ sky130_fd_sc_hd__dfxtp_1, sky130_fd_sc_hd__buf_4
  Netlist area before placement ........................ 4790 um^2
  Cell count in the Yosys report ........................ 346
  Area leader, netlist ........................ sky130_fd_sc_hd__dfxtp_1

[Placement]
  Port-buffer cells ........................ about 350
  Worst slack after detailed placement ........................ -79.6 ps
  Routability congestion estimate ........................ a little under 0.8
  Half-perimeter wire length after placement ........................ 12300 um

[Job]
  OpenROAD warning count ........................ 27
  Reported max-cap violation count ........................ 0

[Min path]
  HP Class ........................ in2reg

----------------------------------------------------
-- per-stage QoR --
step / utilization, % / cells / cell area (um^2) / setup TNS, ps
2_1_floorplan: - / 346 / 4790 / 0
3_3_place_gp: 28.4 / 860 / 7430 / -330
6_report: 27.7 / 892 / 7250 / -3030
3_5_place_dp: 28.4 / 860 / 7430 / -407
4_1_cts: 27.5 / 892 / 7190 / -9460
5_1_grt: 27.7 / 892 / 7250 / -12180
-- registers in the layout, indices dropped and copies added, names as in the netlist --
| signal | cells |
|---|---|
| each3.dff6.q | 5 |
| each3.dff5.q | 5 |
| each1.dff2.q | 64 |
| each4.dff9.q | 2 |
| each4.dff7.q | 2 |
| dff12.q | 1 |
| each6.dff15.q | 12 |
| each5.dff14.q | 3 |
| each7.dff16.q | 9 |
| dff10.q | 1 |
| each1.dff3.q | 64 |
| dff11.q | 1 |
| each3.dff4.q | 5 |
| dff17.q | 1 |
-- power by group through the flow --
stage | logic (mW) | clock network (mW) | registers (mW)
final | 1.04 | 6.44 | 7.44
after global routing | 1.14 | 7.10 | 7.47
after CTS | 1.07 | 6.78 | 7.43
-- layout by cell type, fill, tap and decap left out, drive strengths merged --
| master | Yosys | routed |
|---|---|---|
| inv | 0 | 5 |
| clkinv | 0 | 3 |
| dfxtp | 175 | 175 |
| clkdlybuf4s50 | 0 | 175 |
| bufinv | 0 | 1 |
| clkinvlp | 0 | 3 |
| buf | 171 | 175 |
| clkbuf | 0 | 20 |
-- area by class of cell --
cell class	count	share of cell area, %
clock inverter	12	1.73
tap	335	5.78
clock buffer	20	6.16
timing repair buffer	350	37.3
sequential	175	49.0
-- routing by layer --
metal	vias to the layer above	wire length, um	part of all wire, %	global-route usage (%)
li1	1278	-	-	-
met1	1189	4880	33	8.43
met2	192	7400	51	14.3
met3	12	2140	15	5.43
met4	0	167	1.1	0.918
met5	-	0	0	0
-- logic make-up after synthesis --
| family | count (synthesis) | share of synthesized area, % |
|---|---|---|
| buffers and inverters | 171 | 26.8 |
| flip-flops | 175 | 73.2 |
-- worst paths after layout --
check,start,endpoint,slack [ps],depth (start not counted)
hold / removal,ReadData1[35],each1[35].dff2.q,210,1
setup / recovery,each1[14].dff2.q,ReadData1out[14],-50,1
-- cell usage after synthesis (all sizes together) --
cell type    n
buf        171
dfxtp      175
-- what timing repair did --
item / CTS / global route
endpoints found under the hold margin: 0 / 0
setup endpoints to repair: 175 / 175
pin swaps: 0 / 0
setup buffers: 0 / 0
gates cloned: 0 / 0
hold buffers: 0 / 0
resized: 604 / 26
Power is estimated from default activity; no workload was simulated.
