===== flow/design.v =====
`timescale 1ps/1ps
module OR_24 (out, in);
	input [23:0] in;
	output out;
	wire w0, w1, w2;
	OR_9 or0(w0, in[8:0]);
	OR_9 or1(w1, in[17:9]);
	OR_9 or2(w2, {3'b000, in[23:18]});
	or #50 or3(out, w0, w1, w2);	
endmodule
`timescale 1ps/1ps
module OR_66 (out, in);
	input [65:0] in;
	output out;
	wire w0, w1, w2;
	OR_24 or0(w0, in[23:0]);
	OR_24 or1(w1, in[47:24]);
	OR_24 or2(w2, {6'b000000, in[65:48]});
	or #50 or3(out, w0, w1, w2);	
endmodule
`timescale 1ps/1ps
module OR_9 (out, in);
	input [8:0] in;
	output out;
	wire w0, w1, w2;
	or #50 or0(w0, in[2], in[1], in[0]);
	or #50 or1(w1, in[5], in[4], in[3]);
	or #50 or2(w2, in[8], in[7], in[6]);
	or #50 or3(out, w0, w1, w2);	
endmodule
`timescale 1ps/1ps
module add_sub(A, B, Ci, Co, S, sel);
	input A, B, Ci, sel;
	output Co, S;
	wire Bi, B_n, w1, w2, w3;
	not #50 n (B_n, B);
	mux2_1 m (.out(Bi), .i0(B), .i1(B_n), .sel(sel));
	xor #50 x0 (S, Ci, A, Bi);
	and #50 a0 (w1, A, Ci);
	and #50 a1 (w2, Bi, Ci);
	and #50 a2 (w3, A, Bi);
	or #50 o(Co, w1, w2, w3);	
endmodule
`timescale 1ps/1ps
module alu (A, B, cntrl, result, negative, zero, overflow, carry_out);
	input [63:0] A, B;
	input [2:0] cntrl;
	output [63:0] result;
	output negative, zero, overflow, carry_out;
	wire zero_n;
	wire [63:0] w;
	bit_alu ba0 (.A(A[0]), .B(B[0]), .Ci(cntrl[0]), .Co(w[0]), .R(result[0]), .sel(cntrl));
	genvar i;
	generate     
		for(i = 1; i <= 63; i++) begin : eachBit_alu     
			bit_alu ba(.A(A[i]), .B(B[i]), .Ci(w[i-1]), .Co(w[i]), .R(result[i]), .sel(cntrl));		
		end   
	endgenerate
	xor #50 x0 (overflow, w[62], w[63]);
	assign negative = result[63];
	assign carry_out = w[63];
	OR_66 allOr (.out(zero_n), .in({2'b00, result}));
	not #50 n(zero, zero_n);
endmodule
`timescale 1ps/1ps
module bit_alu (A, B, Ci, Co, R, sel);
	input A, B, Ci;
	input[2:0] sel;
	output Co, R;
	wire w0, w1, w2, w3;
	and #50 a (w1, A, B);
	or #50 o0 (w2, A, B);
	xor #50 xo (w3, A, B);
	add_sub as0 (A, B, Ci, Co, w0, sel[0]);
	mux8_1 m (.out(R), .in({1'bx, w3, w2, w1, w0, w0, 1'bx, B}), .sel(sel));
endmodule
`timescale 1ps/1ps
module mux2_1(out, i0, i1, sel);
	output out;
	input i0, i1, sel;
	wire w0, w1, w2;
	not #50 n0(w2, sel);
	and #50 a0(w0, i1, sel);
	and #50 a1(w1, i0, w2);
	or #50 or0(out, w0, w1);
endmodule
module mux4_1(out, i0, i1, i2, i3, sel0, sel1);
	output out;
	input i0, i1, i2, i3, sel0, sel1;
	wire v0, v1;
	mux2_1 m0(.out(v0), .i0(i0), .i1(i1), .sel(sel0));
	mux2_1 m1(.out(v1), .i0(i2), .i1(i3), .sel(sel0));
	mux2_1 m (.out(out), .i0(v0), .i1(v1), .sel(sel1));
endmodule
module mux8_1(out, in, sel);
	output out;
	input [7:0] in;
	input [2:0] sel;
	wire w0, w1;
	mux4_1 m0(.out(w0), .i0(in[0]), .i1(in[1]), .i2(in[2]), .i3(in[3]), .sel0(sel[0]), .sel1(sel[1]));
	mux4_1 m1(.out(w1), .i0(in[4]), .i1(in[5]), .i2(in[6]), .i3(in[7]), .sel0(sel[0]), .sel1(sel[1]));
	mux2_1 m (.out(out), .i0(w0), .i1(w1), .sel(sel[2]));
endmodule

===== flow/run.sh =====
#!/bin/bash
# OpenROAD 26Q1-2900-gdf79404cd8, Yosys 0.63+post, stock flow scripts
make -C /OpenROAD-flow-scripts/flow DESIGN_CONFIG=/design/flow/config.mk WORK_HOME=/design/flow/orfs finish

===== flow/config.mk =====
export PLATFORM = sky130hd
export DESIGN_NAME = alu
export DESIGN_NICKNAME = alu
export VERILOG_FILES = /design/flow/design.v
export SDC_FILE = /design/flow/constraint.sdc
export NUM_CORES = 4
export LEC_CHECK = 1
export CORE_UTILIZATION = 50

===== flow/constraint.sdc =====
current_design alu

set clk_period 25.3
set clk_io_pct 0.2

create_clock -name clk0 -period $clk_period

set non_clock_inputs [all_inputs -no_clocks]
set_input_delay [expr $clk_period * $clk_io_pct] -clock clk0 $non_clock_inputs
set_output_delay [expr $clk_period * $clk_io_pct] -clock clk0 [all_outputs]

==> results.sh <==
# flow metrics
export IMPL_crit_fanout=2
export IMPL_cp_common_cell="fa_2"
export IMPL_startpoint="cntrl[0]"
export IMPL_ys_types=35
export IMPL_grt_use_total_pct=25.3
export IMPL_antenna_found_initial=1
export IMPL_status="finished, violations left"
export IMPL_rsz0062_at_grt="yes"
export IMPL_num_vias=6332
export IMPL_pwr_share_comb_pct=100.0
export IMPL_finalSetupTns_ps=-124490
export IMPL_synth_area_mm2=0.00771
export IMPL_p_int_uw=127
export IMPL_start_kind="input pin"
export IMPL_num_rows=45
export IMPL_violations="negative setup slack"
export IMPL_cp_required_ps=20240
export IMPL_warning_count=100
export IMPL_io_buffers=199
export IMPL_top_cell_area_share_pct=31.0
export IMPL_place_gp_congestion=0.892
export IMPL_synth_xor_area_share_pct=0.114
export IMPL_slowest_stage="fa_2"
export IMPL_grt_max_degree=78
export IMPL_dr_pass1_iters=4
export IMPL_drv_cap=0
export IMPL_fin_area_mm2=0.0101
export IMPL_synth_area_leader_cell="ha_1"
export IMPL_hp_start="cntrl[2]"
export IMPL_n_sequential_cell=0
export IMPL_irDropWorstVdd_v=0.0000122
export IMPL_overflow=0
export IMPL_crit_arrival_ps=28670
export IMPL_regArea_um2=0
export IMPL_slew_violations=0
export IMPL_remaining_drc_errors=0
export IMPL_synthTopLogicFamily="adder cells"
export IMPL_fin_ws_ps=-8430
export IMPL_ys_cells=852
export IMPL_grt_pass1_wl_um=31700
export IMPL_yosys_area_mm2=0.00771
export IMPL_final_util_pct=66.6
export IMPL_stdcell_count=1215
export IMPL_final_layout_top_logic_cell="ha_1"
export IMPL_die_h_um=126
export IMPL_pwr_density_cell_mw_per_mm2=21.9
export IMPL_drive_above_1_share_pct=23.1
export IMPL_adder_share_pct=47.4
export IMPL_detailed_place_hpwl_um=15100
export IMPL_hold_class="input pin to output pin"
export IMPL_initCoreUtil_pct=50.9
export IMPL_dieWidth_um=126
export IMPL_switching_share_pct=42.4
export IMPL_power_frac_clock_pct=0
export IMPL_vias_per_cell=5.21
export IMPL_mux_share_pct=16.4
export IMPL_synth_area_per_cell_um2=9.05
export IMPL_p_leak_nw=5.20
export IMPL_fmax_mhz=29.6
export IMPL_layout_min_cycle_time_ps=33730
export IMPL_max_slew_margin_pct=40.3
export IMPL_clock_buffers=0
export IMPL_dpl_instance_area_mm2=0.00999
export IMPL_endpoint_kind="output pin"
export IMPL_switchingPower_uw=93.6
export IMPL_worstSetupPathType="input pin to output pin"
export IMPL_ys_seq_share_pct=0
export IMPL_syn_to_final_growth_pct=30.8
export IMPL_max_stage_delay_ps=420
export IMPL_hold_viol_final=0
export IMPL_post_place_ws_ps=-11000
export IMPL_first_global_vias=6307
export IMPL_wirelength_um=19200
export IMPL_core_mm2=0.0151
export IMPL_layout_top_cells_excl_fill_tap="ha_1, inv_1, clkdlybuf4s50_1"
export IMPL_power_uw=220
export IMPL_ys_sh_simple_pct=3.47
export IMPL_logic_area_mm2=0.00656
export IMPL_wl_per_cell_um=15.8
export IMPL_dp_cells=1211
export IMPL_area_leaders="ha_1, fa_1, inv_1, mux2i_1, buf_4"
export IMPL_worst_pin_slew_ps=895
export IMPL_post_synth_inst_count=852
export IMPL_finalSetupViolations=27
export IMPL_seqPwrFrac_pct=0
export IMPL_drtIter0Drc=194
export IMPL_timing_hold_ws_ps=10830
export IMPL_n_fill_cell=1150
export IMPL_ys_sh_aoi_pct=14.0
export IMPL_ios=199
export IMPL_drtAntennaViolNets=0
export IMPL_die_area_mm2=0.0159
export IMPL_diodes=0
export IMPL_post_route_period_util_pct=133
export IMPL_ys_warn_count=0
[timing repair]
| action | 4_1_cts | 5_1_grt |
|---|---|---|
| buffers inserted | 22 | 8 |
| gates resized | 120 | 25 |
| hold buffers | 0 | 0 |
| pin swaps | 69 | 6 |
| setup endpoints to repair | 32 | 29 |
| cloned | 0 | 0 |
[cells in the mapped netlist]
library cell  count
or3_1             1
and4_1            1
a21o_1            2
a2111oi_0         1
buf_2            18
a22oi_1           3
nor4_1           13
nand4_1           3
ha_1            191
o22ai_1           3
mux2_2           45
nor2_1            3
buf_4            71
nor4_2            1
a211o_1           7
and2_1            7
xor2_1            1
o21ai_0           2
o21a_1           53
mux2i_1          68
buf_6             3
o221ai_1         60
nand2b_1          1
or3b_2            1
a211oi_1          1
a21oi_1           2
inv_1           192
nor3_1            2
mux2_1            7
nor2b_1           7
buf_1             2
fa_1             63
nand2_1           2
clkbuf_1         14
nand4b_1          1
[path summary, 6_finish.rpt]
kind | cells after the start | slack [ps] | endpoint
max | 73 | -8430 | zero
min | 4 | 10830 | result[60]
[worst max-delay path, delay by kind of cell]
| kind | cells | cell delay (ps) |
|---|---|---|
| compound gates | 1 | 210 |
| fa+ha+maj | 64 | 22180 |
| mux | 1 | 270 |
| simple gates | 3 | 530 |
| buf+inv | 4 | 360 |
[layout make-up]
cell class / instances / share of cell area [%]
multi-input cells: 552 / 65.0
inverters: 192 / 7.18
well taps: 188 / 2.33
repair buffers: 283 / 25.4
[cell families (layout without fill, tap and decap cells)]
family	after synthesis	count (layout)
AND-OR/OR-AND	134	134
XOR/XNOR	1	1
adder cells (fa/ha/maj)	254	254
buffers and inverters	300	475
multiplexers	120	120
AND/OR/NAND/NOR	43	43
[layer usage]
layer  track usage (%)  vias to the layer above  part of all wire, %
met4              1.63                        2                 0.76
met2              41.9                      142                   47
met5                 0                        -                0.063
met1              37.6                     2991                   48
met3              3.33                       12                  4.9
li1                  -                     3185                    -
[power by group through the flow]
stage	Sequential (mW)	Combinational (mW)	Clock, mW
after CTS	0	0.219	0
after global routing	0	0.249	0
final	0	0.220	0
